==> design/flow/design.v <==
`timescale 1ns / 1ps
module conv2#(parameter W1 = 9,parameter W2 = 10,parameter W3 = 21)(
input clk,
input rst,
input signed [W1-1:0] inp,
output reg signed [W3-1:0] oup,
input signed [W2-1:0] k1,k2,k3,k4,k5,k6,k7,k8,k9,
output reg En
);
wire signed [W1-1:0] R1,R2,R3,R4,R5,R6,R7,R8,R9;
localparam M1=30;
localparam M2=756;
localparam M3=814;
reg [1:0] x;
reg [4:0] y;
reg signed [W1-1:0] mem [2:0] [15:0];
reg [9:0] cou;
reg signed [W2-1:0] a1,a2,a3,a4,a5,a6,a7,a8,a9;
reg [5:0] n;
integer i,j;
initial
begin
       En=1'b0;
       x=2'd1;
       y=5'd1;
       n=5'd0;
       cou<=10'd0;
    for (i=0; i<3; i=i+1)
    begin
        for (j=0; j<16; j=j+1)
        begin
        mem[i][j]=9'd0;
        end
    end
    end
assign R1=mem[0][n];
assign R2=mem[0][n+1];
assign R3=mem[0][n+2];
assign R4=mem[1][n];
assign R5=mem[1][n+1];
assign R6=mem[1][n+2];
assign R7=mem[2][n];
assign R8=mem[2][n+1];
assign R9=mem[2][n+2];
always@(posedge clk)
begin
if (rst==1'b0)
begin
    if (cou<10'd196)
    begin
    mem[x][y]<=inp;
     if (cou==1'b1)
       begin
       a1<=k1; a2<=k2; a3<=k3; a4<=k4; a5<=k5; a6<=k6; a7<=k7; a8<=k8; a9<=k9;
       end
    end
    else 
    begin
    mem [0][y]<=9'd0;
    end 
    if (cou>10'd16 && cou<10'd213)
    begin
    oup<=a1*R1+a2*R2+a3*R3+a4*R4+a5*R5+a6*R6+a7*R7+a8*R8+a9*R9;
    En<=1'b1;
    if (y==1)
        n<=5'd12;
        else if (y==2)
        n<=5'd13;
        else
        n<=y-3;
    end
    else
    begin
    En<=1'b0;
    oup<=0;
    end
if (y==5'd3 && cou>10'd25)
begin
a1<=a7;
a2<=a8;
a3<=a9;
a4<=a1;
a5<=a2;
a6<=a3;
a7<=a4;
a8<=a5;
a9<=a6;
end
if (y==5'd14)
begin
y<=1;
if (x==2'd2)
begin
x<=2'd0;
end
else
x<=x+1'b1;
end
else
begin
y<=y+1'b1;
end
if (cou<10'd213)
begin
cou<=cou+1'b1;
end
end
end
endmodule
==> design/flow/run.sh <==
#!/bin/bash
# OpenROAD 26Q1-2900-gdf79404cd8, Yosys 0.63+post, stock flow scripts
make -C /OpenROAD-flow-scripts/flow DESIGN_CONFIG=/design/flow/config.mk WORK_HOME=/design/flow/orfs finish
==> design/flow/config.mk <==
export PLATFORM = sky130hd
export DESIGN_NAME = conv2
export DESIGN_NICKNAME = conv2
export VERILOG_FILES = /design/flow/design.v
export SDC_FILE = /design/flow/constraint.sdc
export NUM_CORES = 4
export LEC_CHECK = 1
export CORE_UTILIZATION = 40
==> design/flow/constraint.sdc <==
current_design conv2

set clk_period 49.0
set clk_io_pct 0.2

create_clock -name clk0 -period $clk_period [get_ports {clk}]

set non_clock_inputs [all_inputs -no_clocks]
set_input_delay [expr $clk_period * $clk_io_pct] -clock clk0 $non_clock_inputs
set_output_delay [expr $clk_period * $clk_io_pct] -clock clk0 [all_outputs]
==> CHANGELOG.md <==
### Physical design

* Status: finished, final reports clean
* Post-Synth Adder-Cell Area at 0.358
* Final Slew Violations at 0
* Count leader, synth: inv_1
* Unique cell types at between 50 and 60
* R2R Path End: oup[20]
* Initial antenna violation count at 5
* FFs w/ async S/R, synth at 0
* Setup repair bufs after CTS at 0
* Worst hold-check path type: reg2reg
* Setup-failing EPs final at 0
* Largest net degree at the start of global routing at around 100
* Drt drc at 0
* Total clock sinks at around 570
* R2R Setup Slk at between 30 and 40 ns
* # Cells Yosys at roughly 5100
* Total track usage at 0.260
* Area of the die at about 0.16 sq mm
* Max Cap Viol at 0
* Post-synth mux share at 0.175
* Seq share, synth at 0.270
* Worst R2R Start: n[0]
* Global-route wire length before repair at 274 mm
* Hold_sp: x[0]
* Dpl hpwl at between 100 and 150 mm
* First drt pass iteration count at 5
* Hold Crit Depth at 1
* Post-Synthesis Cells at 5059
* RSZ-0062 raised after global routing: false
* Largest cells by area: fa_1 32%, edfxtp_1 27%, mux4_2 13%
* Vias in the first global route at roughly 43000
* Critical Path RT at 49.38 ns
* DR vias at 38500
* Largest fanout on the critical path at 100
* Area leader, netlist: fa_1
* Worst path max stage delay at between 0.7 and 0.8 ns
* Logic family by area: adder cells
* Bufs and invs on worst path at 8
* OpenROAD warning count at 38
* Top-Level Pins at 123
* Slew headroom at 0.171
* Crit end category: flip-flop
* CTS resizes at 0
* Area leader share at 0.317
* FP Rows at roughly 150
* Yosys xor share at 0.0111
* Worst skew pair latency at 0.70 ns
* CTS H-Tree Depth at 3
* Main synth FF type: edfxtp_1
* Slowest CP cell: o21ai_0
* Yosys stat area at between 0.06 and 0.07 sq mm
* Worst Reg-to-Reg Cells at 32
* Yosys aoi share at 0.0154
* Worst-margin pin slew at roughly 1.2 ns
* Top cells by count: 1084 x inv_1, 1000 x fa_1, 567 x edfxtp_1, 462 x nand2_1, 378 x mux4_2
* Maximum buffer depth of the clock tree at 3
* Post-Synthesis Mean Instance Area at roughly 12 sq um
* Cell family with most CP delay: adder cells
* Basic Gates by Area at 0.0858
* Global placement routability congestion at around 0.99
* Most used cell, CP: fa_1
* Clock transition at path regs at about 0.060 ns
* DR iter-0 viols at about 2200
* Number of synthesized flops with an enable pin at between 500 and 600
* Global route overflow at 0
* Via-per-instance ratio at 5.31
* Clk_skew at 0.0555 ns
* Post-route setup TNS at 0 ns
* Netlist Area Pre-Place at between 0.06 and 0.07 sq mm
* CP arrival at approximately 13 ns
* CTS Buf Count at roughly 67
* Setup slack at placement at 36.22 ns
* DRT antenna net count at 0
* Die span in y at 399 um
* Port buffer count at approximately 120
* Critical setup path kind: reg2reg
* CTS tree: yes
* Synth Register Bits at between 500 and 600
* Synthesis Warnings at 1
* Final Hold Viols at 0
* Max Freq at a little under 0.08 GHz
* Layout cells sized above 1 at 0.159
* Final worst slack at around 36 ns
* Cycle use final at 0.260
* Starting Density at 0.404
* Root buffer cell: clkbuf_16
* Routed wire length at 183 mm
* Filler cell count at between 10000 and 15000
* WHS Endpoint: x[0]
* Tmin final at roughly 13 ns
* Routed wire per std cell at 25.3 um
* Hold Buf Count CTS at 0
* Synthesis-to-finish area growth at 9.24%
* CORE AREA at between 0.15 and 0.2 sq mm
* Die x size at around 400 um
* CP Launch Type: flip-flop
placed cells by master, fill, tap and decap left out, types with 67 or more instances in the layout:
| cell type | n |
|---|---|
| clkbuf_16 | 67 |
| nand2_1 | 462 |
| inv_1 | 1084 |
| ha_1 | 204 |
| mux2i_1 | 92 |
| fa_1 | 1000 |
| and2_1 | 279 |
| buf_4 | 127 |
| edfxtp_1 | 567 |
| nor2_1 | 191 |
| clkdlybuf4s50_1 | 122 |
| mux2_2 | 131 |
| mux4_2 | 378 |
area by class of cell:
type,instances,area [sq um],share of cell area
Multi-Input combinational cell,3156,40900,0.592
Sequential cell,567,17000,0.247
Timing Repair Buffer,252,2230,0.0324
Clock inverter,47,483,0.00700
Tap cell,2058,2570,0.0373
Clock buffer,73,1700,0.0246
Inverter,1086,4080,0.0591
Antenna cell,3,7.51,0.000109
per-layer routing:
layer / part of all wire / track usage / vias up
li1: - / - / 16500
met2: 0.47 / 0.388 / 2045
met4: 0.051 / 0.0983 / 6
met3: 0.14 / 0.155 / 329
met5: 0.00073 / 0.00575 / -
met1: 0.34 / 0.318 / 19600
how the worst max path moves through the flow:
| stage | cells after the start | end | slack [ns] | startpoint |
|---|---|---|---|---|
| after CTS | 34 | oup[20] | 36.30 | n[0] |
| after global routing | 34 | oup[20] | 35.34 | n[0] |
| final | 32 | oup[20] | 36.27 | n[0] |
worst reg2reg max path: cells and delay by family, from the launching register on:
family	cells	cell delay (ns)
xor+xnor	1	0.17
buf+inv	8	2.21
compound gates	5	1.76
flops	1	0.41
simple gates	4	0.86
mux	2	0.94
fa+ha+maj	12	6.08
flip-flops by register name (all words and copies together), names as in the netlist:
register,flops
En,1
mem,432
oup,21
a7,10
a8,10
a3,10
a2,10
x,2
n,6
a9,10
cou,10
a6,10
a5,10
y,5
a4,10
a1,10
logic make-up after synthesis:
group | count (synthesis)
compound gates | 134
mux | 609
fa+ha+maj | 1205
buf+inv | 1336
xor+xnor | 75
flops | 567
simple gates | 1133
through the flow:
step | hold slack (ns) | instances | area (sq um) | utilization
6_report | 0.605 | 7242 | 69000 | 0.441
5_1_grt | 0.617 | 7239 | 68900 | 0.441
4_1_cts | 0.605 | 7239 | 68900 | 0.441
3_5_place_dp | 0.597 | 7119 | 66800 | 0.427
3_3_place_gp | 0.586 | 7119 | 66800 | 0.427
2_1_floorplan | 0.556 | 5059 | 63100 | -
