`./run.sh`:
```
#!/bin/bash
# OpenROAD 26Q1-2900-gdf79404cd8, Yosys 0.63+post, stock flow scripts
make -C /OpenROAD-flow-scripts/flow DESIGN_CONFIG=/design/flow/config.mk WORK_HOME=/design/flow/orfs finish
```
`./config.mk`:
```
export PLATFORM = sky130hd
export DESIGN_NAME = conv3
export DESIGN_NICKNAME = conv3
export VERILOG_FILES = /design/flow/design.v
export SDC_FILE = /design/flow/constraint.sdc
export NUM_CORES = 4
export LEC_CHECK = 1
export CORE_UTILIZATION = 40
```
`./constraint.sdc`:
```
current_design conv3

set clk_period 44.7
set clk_io_pct 0.2

create_clock -name clk0 -period $clk_period [get_ports {clk}]

set non_clock_inputs [all_inputs -no_clocks]
set_input_delay [expr $clk_period * $clk_io_pct] -clock clk0 $non_clock_inputs
set_output_delay [expr $clk_period * $clk_io_pct] -clock clk0 [all_outputs]
```
`./design.v`:
```
`timescale 1ns / 1ps
module conv3#(parameter W1 = 9,parameter W2 = 10,parameter W3 = 21)(
input clk,
input rst,
input signed [W1-1:0] inp,
output reg signed [W3-1:0] oup,
input signed [W2-1:0] k1,k2,k3,k4,k5,k6,k7,k8,k9,
output reg En
);
wire signed [W1-1:0] R1,R2,R3,R4,R5,R6,R7,R8,R9;
localparam M1=30;
localparam M2=756;
localparam M3=814;
reg [1:0] x;
reg [4:0] y;
reg signed [W1-1:0] mem [2:0] [8:0];
reg [9:0] cou;
reg signed [W2-1:0] a1,a2,a3,a4,a5,a6,a7,a8,a9;
reg [5:0] n;
integer i,j;
initial
begin
       En=1'b0;
       x=2'd1;
       y=5'd1;
       n=5'd0;
       cou<=10'd0;
    for (i=0; i<3; i=i+1)
    begin
        for (j=0; j<9; j=j+1)
        begin
        mem[i][j]=9'd0;
        end
    end
    end
assign R1=mem[0][n];
assign R2=mem[0][n+1];
assign R3=mem[0][n+2];
assign R4=mem[1][n];
assign R5=mem[1][n+1];
assign R6=mem[1][n+2];
assign R7=mem[2][n];
assign R8=mem[2][n+1];
assign R9=mem[2][n+2];
always@(posedge clk)
begin
if (rst==1'b0)
begin
    if (cou<10'd49)
    begin
    mem[x][y]<=inp;
     if (cou==1'b1)
       begin
       a1<=k1; a2<=k2; a3<=k3; a4<=k4; a5<=k5; a6<=k6; a7<=k7; a8<=k8; a9<=k9;
       end
    end
    else 
    begin
    mem [2][y]<=9'd0;
    end 
    if (cou>10'd9 && cou<10'd59)
    begin
    oup<=a1*R1+a2*R2+a3*R3+a4*R4+a5*R5+a6*R6+a7*R7+a8*R8+a9*R9;
    En<=1'b1;
    if (y==1)
        n<=5'd5;
        else if (y==2)
        n<=5'd6;
        else
        n<=y-3;
    end
    else
    begin
    En<=1'b0;
    oup<=0;
    end
if (y==5'd3 && cou>10'd12)
begin
a1<=a7;
a2<=a8;
a3<=a9;
a4<=a1;
a5<=a2;
a6<=a3;
a7<=a4;
a8<=a5;
a9<=a6;
end
if (y==5'd7)
begin
y<=1;
if (x==2'd2)
begin
x<=2'd0;
end
else
x<=x+1'b1;
end
else
begin
y<=y+1'b1;
end
if (cou<10'd59)
begin
cou<=cou+1'b1;
end
end
end
endmodule
```
==> results_tabular.tex <==
% Auto-generated results table
\begin{tabular}{lr}
\hline
Metric & Value \\
\hline
\multicolumn{2}{l}{\textbf{Logic synthesis}} \\
\quad Mean instance size in the synthesized netlist & 11.3 sq um \\
\quad Number of synthesized flops with an enable pin & 377 \\
\quad Syn Std Cell Area & 58,700 sq um \\
\quad List of most frequent post-synthesis cells & sky130\_fd\_sc\_hd\_\_inv\_1, sky130\_fd\_sc\_hd\_\_fa\_1, sky130\_fd\_sc\_hd\_\_nand2\_1 \\
\quad Yosys reg bits & 377 \\
\quad Biggest area consumer among synthesized cells & sky130\_fd\_sc\_hd\_\_fa\_1 \\
\quad Top-area cell type share of the netlist area & 34.3\% \\
\quad Async S/R FF share, synth & 0\% \\
\quad Top post-synthesis cells by area & sky130\_fd\_sc\_hd\_\_fa\_1, sky130\_fd\_sc\_hd\_\_edfxtp\_1, sky130\_fd\_sc\_hd\_\_mux4\_2, sky130\_fd\_sc\_hd\_\_inv\_1, sky130\_fd\_sc\_hd\_\_ha\_1 \\
\quad Portion of the post-synthesis area used by sequential elements & 19.3\% \\
\quad Yosys stat cell total & 5,172 \\
\quad Count of unique library cells instantiated by Yosys & 51 \\
\quad Post-synthesis chip area from yosys & 58,700 sq um \\
\quad Synthesized instance count & 5,172 \\
\quad Yosys warning count & 1 \\
\quad Top\_reg\_cell synth & sky130\_fd\_sc\_hd\_\_edfxtp\_1 \\
\quad Most common cell in the synthesized netlist & sky130\_fd\_sc\_hd\_\_inv\_1 \\
\multicolumn{2}{l}{\textbf{Run}} \\
\quad Number of max-cap violations & 0 \\
\quad Tool Warnings & 38 \\
\multicolumn{2}{l}{\textbf{Min path}} \\
\quad Hold-critical path depth & 1 \\
\quad Class of the worst hold path & reg -> reg \\
\quad Hold Startpoint & a9[6]\$\_DFFE\_PP\_ \\
\multicolumn{2}{l}{\textbf{Routing}} \\
\quad Initial drt markers & 1,982 \\
\quad Antenna violation net count after detailed routing & 0 \\
\quad Post-detailed-route via-to-cell ratio & 5.41 \\
\quad Final routed wirelength across all metal layers & 186,000 um \\
\quad Routed vias & 39,035 \\
\quad Count of unresolved DRC violations after routing & 0 \\
\quad Wirelength per Cell & 25.8 um \\
\quad Number of detailed-route iterations in the first pass & 5 \\
\multicolumn{2}{l}{\textbf{Clocking}} \\
\quad Post\_cts resized & 0 \\
\quad Late-Pin Clk Latency & 680 ps \\
\quad CTS max path bufs & 3 \\
\quad Number of hold buffers added after CTS & 0 \\
\quad Clock Sinks & 377 \\
\quad Setup repair bufs after CTS & 0 \\
\quad CTS tree & built \\
\quad H-tree depth & 2 \\
\quad Clock Root Buffer & sky130\_fd\_sc\_hd\_\_clkbuf\_16 \\
\quad Inserted Clock Buffers & 46 \\
\quad Post-CTS clock slew at the launch and capture registers of the worst setup and hold paths & 60 ps \\
\multicolumn{2}{l}{\textbf{Global route}} \\
\quad Number of global-route vias before repair & 43,009 \\
\quad Total global routing track utilization & 28.1\% \\
\quad Number of antenna violations at the first check in global routing & 9 \\
\quad Gr ovfl total & 0 \\
\quad Pin count of the biggest net entering global routing & 99 \\
\quad Global-route wire length before repair & 279,000 um \\
\multicolumn{2}{l}{\textbf{Final timing}} \\
\quad RSZ-0062 raised after global routing & false \\
\quad Setup-failing EPs final & 0 \\
\quad Period minus WS final & 12,880 ps \\
\quad Final slew viol count & 0 \\
\quad Highest attainable clock frequency & 0.0776 GHz \\
\quad Final Hold Vio Count & 0 \\
\quad Worst path setup slack after routing & 31,820 ps \\
\quad Final sum of negative setup slack & 0 ps \\
\quad Relative slew slack & 16.0\% \\
\quad Cycle use final & 28.8\% \\
\quad Least-Margin Pin Slew & 1250 ps \\
\quad Maximum clock skew at final layout & 29.4 ps \\
\multicolumn{2}{l}{\textbf{Setup path}} \\
\quad Maximum fanout along the worst path & 98 \\
\quad Slowest cell on the critical path & sky130\_fd\_sc\_hd\_\_mux4\_2 \\
\quad Worst Reg2Reg Path Length in Cells & 37 \\
\quad Beginning of the critical path & n[1]\$\_SDFFCE\_PP0P\_ \\
\quad Worst path required time & 45,080 ps \\
\quad Kind of cell adding the most delay to the critical path & adder cells \\
\quad Worst r2r src & n[1]\$\_SDFFCE\_PP0P\_ \\
\quad Crit path buf inv count & 12 \\
\quad Most frequent CP cell & sky130\_fd\_sc\_hd\_\_fa\_1 \\
\quad Type of the worst setup path & reg -> reg \\
\quad Critical Path AT & 13,260 ps \\
\quad Largest stage delay, worst path & 710 ps \\
\quad Setup crit end kind & flip-flop \\
\quad Cell depth of the worst setup path & 37 \\
\quad Launching element type of the critical path & flip-flop \\
\multicolumn{2}{l}{\textbf{Floorplan}} \\
\quad Chip area & 148,000 sq um \\
\quad Number of placed I/O pins & 123 \\
\quad Die Span X & 385 um \\
\quad Floorplan utilization & 40.3\% \\
\quad Num rows & 140 \\
\quad Die height & 385 um \\
\quad Core ar. & 146,000 sq um \\
\multicolumn{2}{l}{\textbf{Cells and area}} \\
\quad Max FFs per register & 243 \\
\quad Fraction of layout instances using a drive strength above 1 & 15.8\% \\
\quad Final core utilization & 44.1\% \\
\quad Biggest registers after layout & mem: 243 flops, oup: 21 flops \\
\quad Area added between synthesis and finish & 9.45\% \\
\quad Register bank with the most flops & mem \\
\quad Filler cell count in the final layout & 13,376 \\
\multicolumn{2}{l}{\textbf{Placement}} \\
\quad Detailed placer's ending HPWL & 149,000 um \\
\quad Weighted congestion reported at the end of routability-driven placement & 1.01 \\
\quad Buffers added on ports & 122 \\
\quad Worst-case setup slack after placement & 31,960 ps \\
\multicolumn{2}{l}{\textbf{Run status}} \\
\quad Status & completed \\
\hline
\end{tabular}
[cells by family after synthesis]
logic type	Yosys count	share of synthesized area, %
AOI/OAI and AO/OA	265	2.76
xor gates and xnor gates	94	1.50
adders and majority gates	1219	38.8
buffers and inverters	1361	8.83
DFF	377	19.3
muxes	667	18.6
and+or+nand+nor	1189	10.1
[cell type report]
cell class	count	area, sq um	share of cell area (%)
repair buffers	286	2480	3.86
diodes	3	7.51	0.0117
clock buffers	51	1170	1.82
clock inverters	34	375	0.585
flip-flops and latches	377	11300	17.6
well taps	1917	2400	3.74
inverters	1107	4160	6.47
multi-input cells	3434	42300	65.9
[cell usage in the layout, fill, tap and decap left out, types with 46 or more instances in the layout]
cell type	synthesis	routed
sky130_fd_sc_hd__nor2_1	152	148
sky130_fd_sc_hd__o21ai_0	79	79
sky130_fd_sc_hd__nand2_1	431	431
sky130_fd_sc_hd__mux2_2	184	184
sky130_fd_sc_hd__clkbuf_16	0	46
sky130_fd_sc_hd__clkdlybuf4s50_1	0	122
sky130_fd_sc_hd__ha_1	215	213
sky130_fd_sc_hd__xnor2_1	64	59
sky130_fd_sc_hd__inv_1	1103	1103
sky130_fd_sc_hd__nand2b_1	146	146
sky130_fd_sc_hd__nor2b_1	220	214
sky130_fd_sc_hd__edfxtp_1	377	377
sky130_fd_sc_hd__a21oi_1	63	62
sky130_fd_sc_hd__fa_1	1004	1004
sky130_fd_sc_hd__buf_4	1	162
sky130_fd_sc_hd__and2_1	130	130
sky130_fd_sc_hd__mux4_2	319	319
sky130_fd_sc_hd__or2_2	59	59
sky130_fd_sc_hd__mux2i_1	161	161
[path summary, 6_finish.rpt]
kind	end	slack, ps
max	oup[19]$_SDFFCE_PN0N_	31820
min	a3[6]$_DFFE_PP_	590
max reg2reg	oup[19]$_SDFFCE_PN0N_	31820
min reg2reg	a3[6]$_DFFE_PP_	590
[stage by stage]
step	instances	hold slack (ps)	instance area, sq um
after floorplan	5172	551	58700
final	7209	588	64200
after global placement	7121	564	62700
after CTS	7206	586	64200
after detailed placement	7121	570	62700
after global routing	7206	604	64200
[layer usage]
metal  up-vias  GRT usage, %  routed length (um)  part of all wire [%]
met3       418          16.7               26700                    14
li1      16742             -                   -                     -
met1     19845          33.7               62200                    33
met2      2018          42.4               87000                    47
met5         -         0.487                 115                 0.062
met4        12          10.7                9680                   5.2
[worst register-to-register path: cells and delay by family, from the launching register on]
| family | cells | cell delay [ps] |
|---|---|---|
| muxes | 3 | 1590 |
| and+or+nand+nor | 5 | 820 |
| AOI/OAI and AO/OA | 5 | 1070 |
| DFF | 1 | 380 |
| adders and majority gates | 12 | 6150 |
| buffers and inverters | 12 | 2590 |
