$ cat design/flow/config.mk
export PLATFORM = sky130hd
export DESIGN_NAME = conv1
export DESIGN_NICKNAME = conv1
export VERILOG_FILES = /design/flow/design.v
export SDC_FILE = /design/flow/constraint.sdc
export NUM_CORES = 4
export LEC_CHECK = 1
export CORE_UTILIZATION = 30
$ cat design/flow/constraint.sdc
current_design conv1

set clk_period 123.1
set clk_io_pct 0.2

create_clock -name clk0 -period $clk_period [get_ports {clk}]

set non_clock_inputs [all_inputs -no_clocks]
set_input_delay [expr $clk_period * $clk_io_pct] -clock clk0 $non_clock_inputs
set_output_delay [expr $clk_period * $clk_io_pct] -clock clk0 [all_outputs]
$ cat design/flow/design.v
`timescale 1ns / 1ps
module conv1#(parameter W1 = 9,parameter W2 = 10,parameter W3 = 21)(
input clk,
input rst,
input signed [W1-1:0] inp,
output reg signed [W3-1:0] oup,
input signed [W2-1:0] k1,k2,k3,k4,k5,k6,k7,k8,k9,
output reg En
);
wire signed [W1-1:0] R1,R2,R3,R4,R5,R6,R7,R8,R9;
localparam M1=30;
localparam M2=756;
localparam M3=814;
reg [1:0] x;
reg [4:0] y;
reg signed [W1-1:0] mem [2:0] [29:0];
reg [9:0] cou;
reg signed [W2-1:0] a1,a2,a3,a4,a5,a6,a7,a8,a9;
reg [5:0] n;
integer i,j;
initial
begin
       En=1'b0;
       x=2'd1;
       y=5'd1;
       n=5'd0;
       cou<=10'd0;
    for (i=0; i<3; i=i+1)
    begin
        for (j=0; j<30; j=j+1)
        begin
        mem[i][j]=9'd0;
        end
    end
    end
assign R1=mem[0][n];
assign R2=mem[0][n+1];
assign R3=mem[0][n+2];
assign R4=mem[1][n];
assign R5=mem[1][n+1];
assign R6=mem[1][n+2];
assign R7=mem[2][n];
assign R8=mem[2][n+1];
assign R9=mem[2][n+2];
always@(posedge clk)
begin
if (rst==1'b0)
begin
    if (cou<10'd784)
    begin
    mem[x][y]<=inp;
     if (cou==1'b1)
       begin
       a1<=k1; a2<=k2; a3<=k3; a4<=k4; a5<=k5; a6<=k6; a7<=k7; a8<=k8; a9<=k9;
       end
    end
    else 
    begin
    mem [2][y]<=9'd0;
    end 
    if (cou>10'd30 && cou<10'd815)
    begin
    oup<=a1*R1+a2*R2+a3*R3+a4*R4+a5*R5+a6*R6+a7*R7+a8*R8+a9*R9;
    En<=1'b1;
    if (y==1)
        n<=5'd26;
        else if (y==2)
        n<=5'd27;
        else
        n<=y-3;
    end
    else
    begin
    En<=1'b0;
    oup<=0;
    end
if (y==5'd3 && cou>10'd40)
begin
a1<=a7;
a2<=a8;
a3<=a9;
a4<=a1;
a5<=a2;
a6<=a3;
a7<=a4;
a8<=a5;
a9<=a6;
end
if (y==5'd28)
begin
y<=1;
if (x==2'd2)
begin
x<=2'd0;
end
else
x<=x+1'b1;
end
else
begin
y<=y+1'b1;
end
if (cou<10'd815)
begin
cou<=cou+1'b1;
end
end
end
endmodule
$ cat design/flow/run.sh
#!/bin/bash
# OpenROAD 26Q1-2900-gdf79404cd8, Yosys 0.63+post, stock flow scripts
make -C /OpenROAD-flow-scripts/flow DESIGN_CONFIG=/design/flow/config.mk WORK_HOME=/design/flow/orfs finish
==> qor.csv <==
stage,metric,value,unit
outcome,status,finished clean,
synth,number of synthesized flops with an enable pin,945,
clock_network,Hold Buf Count CTS,0,
synth,"Seq share, synth",0.285,
run,MaxCap Viol Count,0,
final_timing,setup TNS,0,ps
synth,yosys xor share,0.0109,
route,DRC,0,
final_timing,count of final setup violators,0,
critical_path,"Arr. time, crit path",28400,ps
final_timing,Slew HR,0.199,
synth,comb area leader,multiplexers,
place,dpl hpwl,382000,um
synth,Syn. warnings,1,
floorplan,num ports,123,
floorplan,die span in y,578,um
critical_path,WP data required,123560,ps
synth,"Top FF cell, synth",edfxtp_1,
synth,"FFs w/ async S/R, synth",0,
floorplan,Site Rows,211,
synth,"Adder Share, Synth",0.229,
final_timing,min Tclk post-route,27930,ps
finish,design area,0.110,mm2
final_timing,RSZ-0062 raised after global routing,false,
final_timing,Fin Clk Skew,133,ps
synth,distinct lib cells,112,
critical_path,Worst Path Max Fanout,22,
synth,Mean Syn Cell Area,12.6,um2
critical_path,WS Path Type,primary input to flip-flop,
synth,Yosys reg bits,945,
place,Area after DPL,0.107,mm2
critical_path,CP Capture Type,flip-flop,
global_route,initial antenna violation count,36,
critical_path,"Buf+Inv Stages, Crit Path",3,
hold_path,Hold Path Cell Cnt,1,
synth,simple-gate share of the synthesized area,0.0817,
place,worst slack at placement,94430,ps
finish,Syn-to-layout area delta,10.4,%
global_route,vias in the first global route,77756,
critical_path,Levels on crit path,9,
clock_network,CTS H-tree lvls,3,
clock_network,number of buffers created by CTS,106,
final_timing,final count of pins violating max slew,0,
clock_network,Post-CTS Setup Bufs,0,
global_route,total grt overflow,0,
final_timing,Slew @ Worst Pin,1200,ps
global_route,largest net degree at the start of global routing,108,
final_timing,period utilization,0.227,
synth,Syn Inst Count,7917,
synth,Netlist Area Pre-Place,0.0997,mm2
final_timing,Final Hold Vio Count,0,
place,port bufs,122,
floorplan,die area,0.335,mm2
clock_network,Worst-Skew Late Latency,910,ps
final_timing,FMAX,35.8,MHz
route,Routed Antenna Nets,0,
clock_network,Root Buffer,clkbuf_16,
route,WL final,471000,um
hold_path,HP Class,flip-flop to flip-flop,
finish,Post-Route Utilization,0.333,
critical_path,CP max-delay cell,nor2_1,
critical_path,Reg2Reg Depth,41,
clock_network,Clock transition at path regs,60,ps
final_timing,setup slack after layout,95170,ps
global_route,first-pass GRT wire length,640000,um
clock_network,CTS Buffer Depth,4,
clock_network,CTS tree,done,
critical_path,largest stage delay on the critical path,1000,ps
synth,ys cells,7917,
clock_network,post-cts sizing count,0,
floorplan,FP Core Util,0.302,
route,DRT iter0 DRCs,6338,
floorplan,area of the core,0.331,mm2
floorplan,Die X,578,um
route,wire length per cell,37.8,um
critical_path,CP Cell Sequence,clkdlybuf4s50_1 -> buf_4 -> or3_1 -> buf_4 -> nor2_1 -> a21oi_1 -> and3_1 -> nand2_1 -> nor2_1,
route,vias per cell,5.90,
route,Vias,73373,
synth,post-synth area from yosys stat,0.0997,mm2
route,Pre-antenna DRT Iters,6,
critical_path,"CP delay by family, top",simple AND/OR/NAND/NOR gates,
synth,AO/OA Area Share,0.0567,
place,Placer Congestion,1.17,
synth,area fraction in mux cells,0.265,
finish,layout cells sized above 1,0.226,
global_route,aggregate global-route resource usage,0.301,
critical_path,startpoint types,primary input,
clock_network,CTS sink count,945,
run,OpenROAD warnings,52,
area by class of cell:
cell class                      count  area [um2]
Multi-Input combinational cell   5314       64500
Antenna cell                       40         100
Tap cell                         4366        5460
Clock buffer                      114        2680
Timing Repair Buffer              483        4010
Inverter                         1108        4170
Fill cell                       31933      220000
Sequential cell                   945       28400
Clock inverter                     71         763
per-layer routing:
metal,track usage,part of all wire
met1,0.304,0.29
met2,0.412,0.42
met3,0.236,0.18
met4,0.215,0.097
met5,0.0543,0.0054
logic make-up after synthesis:
logic type               Yosys count
buffers and inverters           1658
flip-flops                       945
adder cells (fa/ha/maj)         1224
XOR/XNOR                         111
AND-OR/OR-AND                    825
multiplexers                    1450
AND/OR/NAND/NOR                 1704
final timing paths:
kind                from    endpoint  slack (ps)
setup / recovery     rst  mem[69][4]       95170
hold / removal    cou[0]      cou[0]         640
setup reg to reg    n[1]     oup[20]      107440
hold reg to reg   cou[0]      cou[0]         640
placed cells by master, fill, tap and decap left out, drive strengths merged, types with 30 or more instances in the layout:
master	count
a211oi	143
a21oi	166
a31oi	36
and2	189
and3	126
buf	361
clkbuf	114
clkdlybuf4s50	122
clkinv	46
diode	40
edfxtp	945
fa	1005
ha	219
inv	1116
mux2	218
mux2i	306
mux4	926
nand2	613
nand2b	62
nand3	118
nor2	373
nor2b	39
nor3	50
o211ai	30
o21ai	167
o22ai	51
o31ai	37
or2	36
xnor2	82
cell usage after synthesis, drive strengths merged, types with 39 or more instances:
library cell	instances	area share
a211oi	143	0.011
a21oi	166	0.0086
and2	189	0.012
and3	126	0.0079
buf	367	0.023
clkbuf	183	0.0069
edfxtp	945	0.28
fa	1005	0.20
ha	219	0.027
inv	1107	0.042
mux2	218	0.025
mux2i	306	0.031
mux4	926	0.21
nand2	613	0.023
nand2b	62	0.0040
nand3	118	0.0060
nor2	373	0.014
nor2b	39	0.0024
nor3	50	0.0028
o21ai	167	0.0088
o22ai	51	0.0033
xnor2	82	0.0079
worst reg2reg max path, delay by kind of cell, from the launching register on:
kind / cells / cell delay (ps)
AND-OR/OR-AND: 7 / 2350
buffers and inverters: 11 / 2940
adder cells (fa/ha/maj): 13 / 6280
AND/OR/NAND/NOR: 6 / 2070
flip-flops: 1 / 430
multiplexers: 1 / 470
XOR/XNOR: 3 / 720
sequential cells by signal, summed over array words and instances, names as in the netlist:
register  flops
En            1
a1           10
a2           10
a3           10
a4           10
a5           10
a6           10
a7           10
a8           10
a9           10
cou          10
mem         810
n             6
oup          21
x             2
y             5
through the flow:
stage / hold slack, ps / instances
floorplan: 574 / 7917
global placement: 603 / 12216
detailed placement: 623 / 12216
CTS: 642 / 12401
global route: 660 / 12413
finish: 640 / 12441
